===== flow/config.mk =====
export PLATFORM = sky130hd
export DESIGN_NAME = Simon
export DESIGN_NICKNAME = Simon
export VERILOG_FILES = /design/flow/design.v
export SDC_FILE = /design/flow/constraint.sdc
export NUM_CORES = 4
export LEC_CHECK = 1
export CORE_UTILIZATION = 30

===== flow/constraint.sdc =====
current_design Simon

set clk_period 1.3
set clk_io_pct 0.2

create_clock -name clk0 -period $clk_period [get_ports {clk}]

set non_clock_inputs [all_inputs -no_clocks]
set_input_delay [expr $clk_period * $clk_io_pct] -clock clk0 $non_clock_inputs
set_output_delay [expr $clk_period * $clk_io_pct] -clock clk0 [all_outputs]

===== flow/design.v =====
`timescale 1ns / 1ns
module Debounce(
    output level_out,
    input clk,
    input n_reset,
    input button_in
    ); 
reg DB_out;
   parameter N = 11 ;      
   reg  [N-1 : 0]  delaycount_reg;                     
   reg  [N-1 : 0]  delaycount_next;
   reg DFF1, DFF2;                                 
   wire q_add;                                     
   wire q_reset;
reg  delay_reg ;  
       always @ ( posedge clk or negedge n_reset )
       begin
           if(n_reset ==  0)  
               begin
                   DFF1 <= 1'b0;
                   DFF2 <= 1'b0;
                   delay_reg  <=  1'b0;
                   delaycount_reg <= { N {1'b0} };
               end
           else
               begin
                   DFF1 <= button_in;
                   DFF2 <= DFF1;
                   delaycount_reg <= delaycount_next;
                   delay_reg  <=  DB_out; 
               end
       end
   assign q_reset = (DFF1  ^ DFF2);  
   assign  q_add = ~(delaycount_reg[N-1]);  
   always @ ( q_reset, q_add, delaycount_reg)
       begin
           case( {q_reset , q_add})
               2'b00 :
                       delaycount_next <= delaycount_reg;
               2'b01 :
                       delaycount_next <= delaycount_reg + 1;
               default :
                       delaycount_next <= { N {1'b0} };
           endcase   
       end
   always @ ( posedge clk )
       begin
           if(delaycount_reg[N-1] == 1'b1)
                   DB_out <= DFF2;
           else
                   DB_out <= DB_out;
       end
   assign  level_out  =  (delay_reg)  &  (~DB_out);     
endmodule
`timescale 1ns / 1ps
module Display_flash_bits(          
    output [1:0]    led_flash,
    output          display_done,
    input           clock,
    input           enable,
    input  [2:0]    bit_count,
    input  [7:0]    bit_gen
    );
reg [3:0]   i;
reg [26:0]  j;
reg [1:0]   led_stat;
reg         done;
assign led_flash    = led_stat;
assign display_done = done;
initial begin
    i <= 0;
    j <= 0;
    end
always @(posedge clock) begin
    if(enable == 1) begin 
        if(i > bit_count) begin
            done        <= 1;
            led_stat    <= 2'b00;
            i           <= i;
            end
        else begin
            if (j < 27'o777777777) begin
                j       <= j + 1;
                if(j[26] == 1) begin 
                    if(bit_gen[i] == 1) 
                        led_stat    <= 2'b01;   
                    else if(bit_gen[i] == 0) 
                        led_stat    <= 2'b10;    
                    end
                else 
                    led_stat        <= 2'b00;
                end
            else if(j >= 27'o777777777) begin
                i       <= i + 1;
                j       <= 0;
                end
            done    <= 0; 
            end
        end
    else if (enable == 0) begin
        led_stat    <= 2'b00;
        i           <= 0;
        done        <= 0;
        end
    end 
endmodule
module Display_message(
    output [3:0]    an_stat,
    output [6:0]    seg_stat,
    output          display_finish,   
    input           clock,
    input           start,           
    input           win              
    );
reg [27:0]  i;    
reg [3:0]   an_reg;
reg [6:0]   seg_reg;   
reg         finish;
assign an_stat          = an_reg;
assign seg_stat         = seg_reg; 
assign display_finish   = finish;
initial begin
    i <= 0;
    end
always @(posedge clock) begin
    if(start == 0) begin
        an_reg  <= 4'b1111;
        seg_reg <= 7'b1111111;
        i       <= 0;
        finish  <= 0;
        end
    else if(start == 1) begin
        if(i < 28'hfffffff) begin
            case(i[16:15])
                2'b00:  begin
                    an_reg          <= 4'b0111;
                    if(win == 0)    
                        seg_reg     <= 7'b1000111;
                    else 
                        seg_reg     <= 7'b0011001;
                    end
                2'b01:  begin
                    an_reg          <= 4'b1011;
                    if(win == 0)    
                        seg_reg     <= 7'b1000000;
                    else 
                        seg_reg     <= 7'b0000110;
                    end
                2'b10:  begin
                    an_reg          <= 4'b1101;
                    if(win == 0)    
                        seg_reg     <= 7'b0010010;
                    else 
                        seg_reg     <= 7'b0001000;
                    end              
                2'b11:  begin
                    an_reg          <= 4'b1110;
                    if(win == 0)    
                        seg_reg     <= 7'b0000110;
                    else 
                        seg_reg     <= 7'b0001001;
                    end    
                default:begin
                    an_reg          <= 4'b1111;
                    seg_reg         <= 7'b1111111;
                    end
                endcase
            i       <= i + 1;
            finish  <= 0;
            end
        else begin
            an_reg  <= 4'b1111;
            seg_reg <= 7'b1111111;
            finish  <= 1;
            i       <= i;
            end
        end
    end  
 endmodule   
`timescale 1ns / 1ps
module Random_number_generator(
    output [7:0]    bit_gen_sequence,
    input           clock,
    input           enable,    
    input           start      
    );
reg [7:0] ran_bits;
reg [7:0] bit_gen_reg;
always @(posedge clock) begin
    if(ran_bits == 8'hff) 
        ran_bits    <= 0;
    else 
        ran_bits    <= ran_bits + 1;
    if((start == 0) && (enable == 1)) 
        bit_gen_reg <= ran_bits;   
    end
assign bit_gen_sequence = bit_gen_reg;
endmodule
`timescale 1ns / 1ps
module Simon(
    output [3:0]    an,
    output [6:0]    seg,
    output [15:0]   led,
    input  [3:0]    sw,
    input           clk,
    input           btnR,      
    input           btnL,      
    input           btnC       
    );
wire        right_pressed;
wire        left_pressed;
wire        center_pressed;
reg         resetC;
reg         resetR;
reg         resetL;
wire [7:0]  ran_gen;
reg  [7:0]  bit_gen;
reg         ran_enable;
wire [1:0]  led_flash;
wire        flash_done;
reg         flash_enable;
reg         flash_done_reg;       
reg         correct;
wire [3:0]  an_stat;
wire [6:0]  seg_stat;
reg         display_start;
reg         display_finish_reg;
reg  [2:0]  round;
reg  [2:0]  nround;
reg  [2:0]  count;   
reg  [2:0]  ncount;  
reg  [1:0]  state;
reg  [1:0]  nstate;
reg  [15:0] led_reg;
assign      led = led_reg;
assign      an  = an_stat;
assign      seg = seg_stat;
Debounce                    DR(right_pressed, clk, resetR, btnR);
Debounce                    DL(left_pressed, clk, resetL, btnL);
Debounce                    DC(center_pressed, clk, resetC, btnC);
Random_number_generator     RNG(ran_gen, clk, ran_enable, center_pressed);
Display_flash_bits          DB(led_flash, flash_done, clk, flash_enable, round, bit_gen);
Display_message             DM(an_stat, seg_stat, display_finish, clk, display_start, correct);
always @(posedge clk) begin
    if (sw[3] == 0) begin
        state           <= 2'b00;
        round           <= 3'b000;
        count           <= 3'b000;
        end
    else begin
        state           <= nstate;
        round           <= nround;
        count           <= ncount;
        end   
    end
always @* begin
    nstate              = state;
    led_reg [5:4]       = led_flash; 
    if (sw[0] == 1)     led_reg [15:8]  = ran_gen;
    else                led_reg [15:8]  = 0;
    if (sw[1] == 1)     led_reg [7:6]   = state;
    else                led_reg [7:6]   = 0;
    if (sw[2] == 1)     led_reg [2:0]   = round;
    else                led_reg [2:0]   = count;
    case (state)
        0: begin
            nround              = 0;
            ncount              = 0;
            resetC              = 1;
            resetR              = 0;
            resetL              = 0;
            ran_enable          = 1;
            correct             = 1;
            flash_enable        = 0;
            display_start       = 0;
            if (center_pressed == 1) begin
                bit_gen         = ran_gen;
                nstate          = 1; 
                end
            else begin
                ran_enable      = 1;
                end
            end
        1: begin
            nround              = round;
            ncount              = 0;
            resetC              = 0;
            resetR              = 0;
            resetL              = 0;
            ran_enable          = 0;
            flash_enable        = 1;
            display_start       = 0;
            flash_done_reg      = flash_done;
            if (flash_done_reg == 1) begin
                nstate          = 2;
                end
            else
                nstate          = 1;
            end
        2: begin
            nround              = round;
            ncount              = count;
            resetC              = 0;
            resetR              = 1;
            resetL              = 1;
            ran_enable          = 0;
            flash_enable        = 0;
            display_start       = 0;    
            if ((right_pressed == 1 && bit_gen[count] == 0) || (left_pressed == 1 && bit_gen[count] == 1)) begin
                correct         = 0;
                nstate          = 3;
                end
            else if (right_pressed == 0 && left_pressed == 0)
                nstate          = 2;
            else if (count == round) begin
                if (round == 7) begin
                    correct     = 1;
                    nstate      = 3;
                    end
                else begin
                    nround      = round + 1;
                    nstate      = 1;
                    end 
                end
            else begin
                ncount          = count + 1;
                nstate          = 2;
                end  
            end 
        3: begin
            resetC              = 0;
            resetR              = 0;
            resetL              = 0;
            ran_enable          = 0;
            flash_enable        = 0;
            display_start       = 1;
            display_finish_reg  = display_finish;
            if (display_finish_reg == 1) begin
                nstate          = 0;
                end
            else
                nstate          = 3;
            end
        endcase
    end
endmodule

===== flow/run.sh =====
#!/bin/bash
# OpenROAD 26Q1-2900-gdf79404cd8, Yosys 0.63+post, stock flow scripts
make -C /OpenROAD-flow-scripts/flow DESIGN_CONFIG=/design/flow/config.mk WORK_HOME=/design/flow/orfs finish

==> ci_impl_report.md <==
## Synthesis and layout report

| Metric | Value |
|---|---|
| Stages on worst setup path | `6` |
| Die x size | `155.4 µm` |
| GRT Overall Usage | `12.98%` |
| R2R depth | `6` |
| Tool Warnings | `34` |
| Achievable frequency | `0.5183 GHz` |
| Clock transition at the registers of the reported paths | `0.06 ns` |
| Drt pass-1 iters | `4` |
| Share of cells above drive strength 1 | `41.40%` |
| Post-Syn Area | `7057 µm²` |
| Worst Path Buf+Inv | `0` |
| Global-route wire length before repair | `25,100 µm` |
| Slack of the critical path | `-0.6294 ns` |
| Via count | `5,676` |
| Layout area overhead | `48.12%` |
| Die height | `155.4 µm` |
| DP Wirelength | `9842 µm` |
| Failing checks | `negative setup slack` |
| Floorplan Utilization | `30.89%` |
| Site row count | `55` |
| DR iter-0 viols | `204` |
| Fillers | `2,028` |
| Antenna-violating nets left | `0` |
| H-tree Lvls | `4` |
| CP dominant cell by count | `or3_4` |
| Unrepaired setup endpoints after global routing | `yes` |
| CP Capture Type | `flop` |
| CTS tree | `done` |
| Num CTS Buffers | `17` |
| Chip Area | `24,140 µm²` |
| Deepest clock path buffer count | `2` |
| Via/cell ratio | `4.566` |
| Clk latency late pin | `0.42 ns` |
| Status | `finished, violations left` |
| Worst Hold Path EP | `DL.DFF1$_DFF_PP0_` |
| Yosys warnings | `7` |
| Yosys synthesis chip area | `7057 µm²` |
| Final setup viols | `111` |
| Synth Instances | `684` |
| Setup Skew | `0.006701 ns` |
| Core area | `22,850 µm²` |
| HP Start | `btnL` |
| R2r setup slk | `-0.63 ns` |
| Worst Path Arrival | `2.09 ns` |
| Number of unconstrained endpoints | `15` |
| Top reg by flops | `DM.i` |
| Type of the worst setup path | `reg -> reg` |
| Slowest stage cell, crit path | `edfxtp_1` |
| Post-synth EDFFs | `38` |
| GPL Wtd Cong | `0.8205` |
| Fin crit period | `1.929 ns` |
| IO Pins | `35` |
| Maxcap violations | `0` |
| Remaining DRCs | `0` |
| Hold WC Path Type | `in -> reg` |
| Grt total ovfl | `0` |
| Hold_buf cts | `0` |
| Crit-path leading delay family | `simple AND/OR/NAND/NOR gates` |
| Top_reg_cell synth | `dfxtp_1` |
| Max Slew Vio Count | `0` |
| Ys cells | `684` |
| Worst r2r dst | `DB.j[26]$_SDFFCE_PP0P_` |
| Hold Worst Slack | `0.2846 ns` |
| CP required | `1.46 ns` |
| Crit-path cells | `ha_2, nand3_2, or3_4, or3_4, nor2b_4, o22a_1` |
| Async set-reset flop share out of synthesis | `26.58%` |
| Avg WL per Cell | `12.02 µm` |
| Worst VDD drop | `0.0008637 V` |
| Pwr/cell area | `992.5 nW/µm²` |
| Fin crit share | `148.4%` |
| Root buffer cell | `clkbuf_16` |
| Synthesized registers | `158` |
| Final core utilization | `45.75%` |
| PnR Total Power | `10.37 mW` |
| Vias in the first global route | `5,384` |
| Max reg flops | `28` |
| Largest net degree at the start of global routing | `29` |
| Hold path depth | `1` |
| Largest regs | `DM.i (28), DB.j (27)` |
| Leakage | `4.313 nW` |
| Worst Path Max Fanout | `3` |
| Yosys cell types | `61` |
| Max incr delay on CP | `0.39 ns` |
| Port buffer count | `33` |
| Synth Area per Inst | `10.32 µm²` |
| Register pins left without a clock | `15` |
| R2r startpoint | `DB.j[0]$_SDFFCE_PP0P_` |
| Final Hold Fails | `0` |
| CP Launch Type | `flop` |
| ANT cells | `0` |
| Initial antenna violation count | `0` |
| Final wirelength | `14,940 µm` |
-- metal layers --
layer | part of all wire, % | track usage (%)
met1 | 50 | 19.49
met2 | 45 | 20.24
met3 | 3.7 | 3.064
met4 | 1.3 | 1.634
met5 | 0 | 0
-- cells in the mapped netlist, types with 13 or more instances --
cell	number	area (µm²)
inv_1	17	63.81
o21ai_0	23	115.1
xnor2_1	23	201.4
clkbuf_1	13	48.80
a21oi_1	29	145.1
dlxtn_1	15	225.2
dfrtp_1	42	1051
and2_1	20	125.1
edfxtp_1	38	1141
dfxtp_1	63	1261
mux2i_1	20	200.2
nor2_1	64	240.2
nand3_1	26	130.1
xor2_1	35	306.5
nor3_1	13	65.06
or3_1	17	106.4
nand2_1	69	259.0
ha_1	19	237.7
-- cell usage in the layout, fill, tap and decap left out, drive strengths merged, types with 3 or more instances in the layout --
cell type      instances
xnor2                 23
nor2                  64
dlygate4sd2           15
mux2i                 20
nor3                  13
mux2                   3
inv                   21
or3                   19
nor2b                 12
o31ai                 10
o41ai                  3
nand3                 27
o21ai                 23
clkbuf                22
mux4                   4
nand2                 69
clkdlybuf4s50          5
nor3b                  3
or4                   12
ha                    19
clkinv                 5
edfxtp                38
and3                  12
nand4                 11
buf                  214
nand4b                 3
a21oi                 29
and4                   7
a31oi                  4
dfxtp                 63
nor4                   7
and2                  21
dfrtp                 42
dlxtn                 15
xor2                  35
nand2b                10
-- repair_timing --
action                     in CTS  in global routing
setup endpoints to repair     135                142
gates resized                 146                 57
gates cloned                    2                  0
pin swaps                      46                 28
setup buffers                  39                 30
-- power breakdown --
group	internal, mW	total (mW)	switching (mW)
clock network	2.74	4.67	1.93
registers	4.78	4.87	0.0948
logic	0.453	0.833	0.380
total	7.97	10.4	2.41
-- metrics by stage --
stage	cell area [µm²]	instances	TNS, ns	setup WS (ns)
after CTS	10230	1227	-46.45	-0.5774
final	10450	1243	-46.18	-0.6294
after detailed placement	9036	1156	-52.11	-0.6329
after global routing	10450	1243	-55.21	-0.6859
after floorplan	7321	684	-50.97	-0.7173
after global placement	9036	1156	-49.96	-0.6348
-- worst register-to-register path, stage by stage (launching register included) --
cell and delay [ns]:
edfxtp_1 0.39, ha_2 0.21, nand3_2 0.08, or3_4 0.34
or3_4 0.35, nor2b_4 0.14, o22a_1 0.18
-- how the worst max path moves through the flow --
stage,start,endpoint,slack (ns)
CTS,DM.i[10]$_SDFFE_PN0N_,DM.i[23]$_SDFFE_PN0N_,-0.58
finish,DB.j[0]$_SDFFCE_PP0P_,DB.j[26]$_SDFFCE_PP0P_,-0.63
global route,DB.j[0]$_SDFFCE_PP0P_,DB.j[26]$_SDFFCE_PP0P_,-0.69
-- cells by family (layout without fill, tap and decap cells) --
family,Yosys count,in the layout,synth area share (%)
AND/OR/NAND/NOR,297,297,22.78
flip-flops,143,143,48.94
AND-OR/OR-AND,87,87,7.677
XOR/XNOR,58,58,7.198
buffers and inverters,37,283,2.198
multiplexers,27,27,4.592
adder cells (fa/ha/maj),19,19,3.369
latches,15,15,3.192
other,1,1,0.05314
-- area by class of cell --
class | count | area, µm² | area share [%]
timing repair buffer | 234 | 1927 | 18.43
clock buffer | 22 | 496.7 | 4.752
tap | 313 | 391.6 | 3.747
sequential | 158 | 3715 | 35.54
multi-input combinational | 489 | 3780 | 36.16
clock inverter | 10 | 72.57 | 0.6943
inverter | 17 | 70.07 | 0.6703
Power figures rest on the tool's default switching activity, not on a simulated workload.
